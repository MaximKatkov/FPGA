--- ./config.mk ---
export PLATFORM = sky130hd
export DESIGN_NAME = CDC_top
export DESIGN_NICKNAME = CDC_top
export VERILOG_FILES = /design/flow/design.v
export SDC_FILE = /design/flow/constraint.sdc
export NUM_CORES = 4
export LEC_CHECK = 1
export CORE_AREA = 10 10 70 70
export DIE_AREA = 0 0 80 80
--- ./constraint.sdc ---
current_design CDC_top

set clk_period 2.9
set clk_io_pct 0.2

create_clock -name clk0 -period $clk_period [get_ports {clk_1}]
create_clock -name clk1 -period $clk_period [get_ports {clk_2}]

set non_clock_inputs [all_inputs -no_clocks]
set_input_delay [expr $clk_period * $clk_io_pct] -clock clk0 $non_clock_inputs
set_output_delay [expr $clk_period * $clk_io_pct] -clock clk0 [all_outputs]
--- ./design.v ---
	module CDC_top (
		clk_1,
		clk_2,
		kill,
		out_port
	);
	input 	clk_1;
	input	clk_2;
	input 	kill;
	output	out_port;
	reg	[7:0]	cnt_clk_1	= 8'd0;
	wire 	signal_clk1;
	reg		signal_1_clk1_r  = 1'd0;
	reg		signal_1_clk1_r2 = 1'd0;
	reg		signal_2_clk1_r  = 1'd0;
	reg		signal_2_clk1_r2 = 1'd0;
	wire	signal_clk1_psdg;
	always @(posedge clk_1)
		begin
			if(kill)
				cnt_clk_1 <= 8'd0;
			else if (signal_clk1)
				cnt_clk_1 <= 8'd0;
			else
				cnt_clk_1 <= cnt_clk_1 + 8'd1;
		end
	assign signal_clk1 = (cnt_clk_1 == 8'd9);
	always @(posedge clk_2)
		begin
			if(kill)
				begin
					signal_1_clk1_r  <= 1'd0;
					signal_1_clk1_r2	<= 1'd0;
				end
			else
				begin
					signal_1_clk1_r 	<= signal_clk1;
					signal_1_clk1_r2 <= signal_1_clk1_r;
				end
		end
	assign out_port = signal_1_clk1_r2;
	always @(posedge clk_1)
		begin
			if(kill)
				begin
					signal_2_clk1_r	 <= 1'b0;
					signal_2_clk1_r2 <= 1'b0;
				end
			else
				begin
					signal_2_clk1_r  <= signal_clk1;
					signal_2_clk1_r2 <= signal_2_clk1_r;
				end
		end 
	assign signal_clk1_psdg = signal_clk1 && (~signal_2_clk1_r2);
	endmodule
--- ./run.sh ---
#!/bin/bash
# OpenROAD 26Q1-2900-gdf79404cd8, Yosys 0.63+post, stock flow scripts
make -C /OpenROAD-flow-scripts/flow DESIGN_CONFIG=/design/flow/config.mk WORK_HOME=/design/flow/orfs finish
==> impl_metrics.toml <==
# synthesis and place-and-route metrics
[status]
status = "finished clean"

[detailed_routing]
viasPerCell = 3.299
vias = 320
wl_met3_um = 80
drc = 0
drtIter0Drc = 50
highest_layer = "met4"
route.met2.wl_um = 302
wire_per_inst_um = 7.454
antenna_cells = 0
antenna_left = 0
firstDrtPassIters = 4
routed_wl_um = 723
wl_met1_um = 333

[power_and_ir_drop]
seqPwrFrac_pct = 48.3
p_leak_nw = 0.1834
clkPwrFrac_pct = 47.4
switchingPower_mw = 0.06387
p_comb_share_pct = 4.3
power_density_nw_per_um2 = 579.6
intPower_mw = 0.2407
swShare_pct = 20.97
ir_drop_mv = 0.08997

[die]
io-pin-count = 4
rows = 21
die_area_um2 = 6400
die-height_um = 80
initCoreUtil_pct = 11.79
core-area_um2 = 3416
die_w_um = 80

[synth]
avgSynthCellArea_um2 = 9.369
syn-cell-area_um2 = 402.9
ys_seq_elements = 10
ys_types = 17
ys_seq_share_pct = 49.69
yosysWarnings = 1
ys_chip_area_um2 = 402.9
syn_inst = 43
yosys_cells = 43

[timing]
finalClockSkew_ns = 0.004593
slew_headroom_pct = 83.45
rsz0062_at_grt = "false"
drv_slew = 0
setup_viol = 0
fin_setup_tns_ns = 0
worst_slack_ns = 1.350
worstMarginPinSlew_ns = 0.2480
finalHoldViolations = 0

[worst_setup_path]
path_class = "reg -> out"
cp_slowest_cell = "clkdlybuf4s50_1"
path_buffers = 1
end_kind = "output port"
slowest_delay_ns = 0.45
crit_chain = "clkdlybuf4s50_1"
cp-start-kind = "register"
required_ns = 2.32
path_delay_family = "buffers and inverters"
cp_max_fo = 1
arrival_ns = 0.97

[placed_design]
hpwl_um = 496.2
io_buffer_count = 2
place_congestion = 0.8137
post-place-ws_ns = 1.345

[grt]
grt_pass1_vias = 305
grt_pass1_wl_um = 1200
grt_max_degree = 9
grt_usage_pct = 2.421
antenna_found_initial = 0
overflow = 0

[clocking]
postCtsSetupRepairBufs = 0
hold_buffers = 0
cts_tree = "yes"
clkSinkCount = 10
cts-resized-gates = 0
clk_pin_slew_worst_paths_ns = 0.03

[hold_path]
hp-class = "reg -> reg"

[run]
cap_violations = 0
warnings = 27

[final_layout]
post-route-util_pct = 15.38
area_growth_pct = 30.43
drive_gt1_share_pct = 17.65
nFillCells = 388
==> worst register-to-register path: cells and delay by family (launching register included) <==
family          cells  cell delay, ns
flops               1            0.42
simple gates        1            0.34
fa+ha+maj           1            0.23
compound gates      1            0.13
buf+inv             1            0.06
==> registers in the layout, summed over array words and instances (netlist names) <==
register and flops:
signal_1_clk1_r2 1, cnt_clk_1 8, signal_1_clk1_r 1
==> through the flow <==
stage / power (mW) / cells / hold WS [ns] / cell area (um2)
floorplan: 0.1583 / 43 / 0.4138 / 402.9
global placement: 0.1628 / 91 / 0.4313 / 480.5
detailed placement: 0.1630 / 91 / 0.4338 / 480.5
CTS: 0.3145 / 97 / 0.4455 / 525.5
global route: 0.3259 / 97 / 0.4609 / 525.5
finish: 0.3046 / 97 / 0.4420 / 525.5
==> layout make-up <==
class / instances / area (um2) / area share (%)
tap: 46 / 57.56 / 10.95
clock buffer: 6 / 45.04 / 8.571
sequential: 10 / 200.2 / 38.10
multi-input combinational: 31 / 195.2 / 37.14
inverter: 2 / 7.507 / 1.429
timing repair buffer: 2 / 20.02 / 3.810
==> synthesized netlist by cell type <==
| master | number | area share [%] |
|---|---|---|
| a21oi_1 | 2 | 2.5 |
| a21oi_2 | 1 | 2.2 |
| a41o_2 | 1 | 2.8 |
| dfxtp_1 | 10 | 50 |
| ha_1 | 2 | 6.2 |
| inv_1 | 2 | 1.9 |
| nand2_1 | 1 | 0.93 |
| nand3_1 | 4 | 5.0 |
| nand4_1 | 1 | 1.6 |
| nand4_2 | 1 | 3.1 |
| nor2_1 | 7 | 6.5 |
| nor2b_1 | 1 | 1.6 |
| nor3_1 | 1 | 1.2 |
| o21ai_0 | 3 | 3.7 |
| or3_1 | 3 | 4.7 |
| xnor2_1 | 1 | 2.2 |
| xor2_1 | 2 | 4.3 |
==> power groups by stage <==
stage	Sequential [mW]	Combinational, mW	Clock, mW
CTS	0.147	0.0134	0.154
global route	0.148	0.0153	0.163
finish	0.147	0.0131	0.144
==> worst paths after layout <==
| kind | start | endpoint | slack (ns) | cells past startpoint |
|---|---|---|---|---|
| max | signal_1_clk1_r2 | out_port | 1.35 | 1 |
| min | signal_1_clk1_r | signal_1_clk1_r2 | 0.44 | 1 |
| max reg2reg | cnt_clk_1[0] | cnt_clk_1[6] | 1.65 | 4 |
| min reg2reg | signal_1_clk1_r | signal_1_clk1_r2 | 0.44 | 1 |
| max in group clk1 | kill | signal_1_clk1_r | 1.86 | 2 |
| min in group clk0 | cnt_clk_1[0] | cnt_clk_1[0] | 0.51 | 1 |
==> layout by cell type, fill, tap and decap left out <==
master	n
nand2_1	1
ha_1	2
xor2_1	2
nand4_2	1
or3_1	3
clkdlybuf4s50_1	2
a21oi_2	1
nand3_1	4
dfxtp_1	10
clkbuf_4	6
a41o_2	1
a21oi_1	2
o21ai_0	3
nand4_1	1
nor3_1	1
nor2_1	7
nor2b_1	1
xnor2_1	1
inv_1	2
==> cell families (layout without fill, tap and decap cells) <==
family,Yosys count,count (layout),share of synthesized area (%)
and+or+nand+nor,19,19,24.54
DFF,10,10,49.69
AOI/OAI and AO/OA,7,7,11.18
xor gates and xnor gates,3,3,6.523
adders and majority gates,2,2,6.210
buffers and inverters,2,10,1.864
==> routing by layer <==
layer | track usage (%) | up-vias
li1 | - | 167
met1 | 2.362 | 145
met2 | 3.291 | 6
met3 | 2.500 | 2
met4 | 1.056 | 0
met5 | 0 | -
Power and IR drop assume default switching activity.
